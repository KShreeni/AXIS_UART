## flow/run.sh

```bash
#!/bin/bash
# OpenROAD 26Q1-2900-gdf79404cd8, Yosys 0.63+post, stock flow scripts
make -C /OpenROAD-flow-scripts/flow DESIGN_CONFIG=/design/flow/config.mk WORK_HOME=/design/flow/orfs finish
```

## flow/config.mk

```make
export PLATFORM = sky130hd
export DESIGN_NAME = top_axis_uart
export DESIGN_NICKNAME = top_axis_uart
export VERILOG_FILES = /design/flow/design.v
export SDC_FILE = /design/flow/constraint.sdc
export NUM_CORES = 4
export LEC_CHECK = 1
export CORE_UTILIZATION = 50
```

## flow/constraint.sdc

```tcl
current_design top_axis_uart

set clk_period 4.2
set clk_io_pct 0.2

create_clock -name clk0 -period $clk_period [get_ports {clk}]

set non_clock_inputs [all_inputs -no_clocks]
set_input_delay [expr $clk_period * $clk_io_pct] -clock clk0 $non_clock_inputs
set_output_delay [expr $clk_period * $clk_io_pct] -clock clk0 [all_outputs]
```

## flow/design.v

```verilog
module top_axis_uart #(parameter DATA_BITS = 8) (input clk,rst,input wire [7:0] axis_data,
input wire axis_valid,
input wire axis_last,output wire uart_tx,rx_valid,output m_axis_ready,output wire [DATA_BITS-1:0]rx_data); 
wire [7:0] m_axis_data;
wire axis_ready;
wire m_axis_valid_out;
assign m_axis_ready = axis_ready;
axis_master_inp #(.WIDTH(8)) mast_inst(.clk(clk),.rst(rst),.load_data(axis_data),
.m_axis_valid(axis_valid),.m_axis_ready(axis_ready),.m_axis_valid_out(m_axis_valid_out),.m_axis_data(m_axis_data));
axis_fifo_uart_tx #(.WIDTH(8),.DEPTH(8),.CLK_RATE(50000000),.BAUD(115200)) axis_fifo_uart_tx_inst(.clk(clk),.rst(rst),
.s_axis_data(m_axis_data),.s_axis_valid(m_axis_valid_out),.s_axis_ready(axis_ready),.s_axis_last(axis_last),.uart_tx(uart_tx));
uart_rec #(.CLK_FREQ(50000000),.BAUD(115200),.DATA_BITS(DATA_BITS)) 
uart_rec_inst(.clk(clk),.rst(rst),.rx(uart_tx),.rx_data(rx_data),.rx_valid(rx_valid)); 
endmodule
module axis_master_inp #(parameter WIDTH = 8) (
    input  wire clk,
    input  wire rst,
    input  wire [WIDTH-1:0] load_data,
    input  wire m_axis_ready,
    input  wire m_axis_valid,    
    input wire m_axis_last,
    output reg  m_axis_valid_out,
    output reg  [WIDTH-1:0] m_axis_data
);
    always @(posedge clk or posedge rst) begin
        if (rst) begin
            m_axis_data <= 0;
            m_axis_valid_out <= 0;
        end else begin
          m_axis_valid_out <= m_axis_valid;
            if (m_axis_valid && m_axis_ready)
                m_axis_data <= load_data;
        end
    end
endmodule
module axis_fifo_uart_tx #(parameter WIDTH = 8, DEPTH = 8, CLK_RATE = 50000000, BAUD = 115200)
(
 input clk,rst,
 input [WIDTH-1:0] s_axis_data,
 input s_axis_valid,
 input s_axis_last,
 output wire s_axis_ready,
 output wire uart_tx
);
wire[WIDTH-1:0] fifo_out;
wire fifo_out_last;
wire fifo_full,fifo_empty;
wire fifo_wr_en,fifo_rd_en;
reg uart_valid_temp,s_axis_ready_temp;
assign s_axis_ready = !fifo_full;
always@(posedge clk or posedge rst)begin
if(rst)begin
 s_axis_ready_temp <= 0;
 end
else begin
 s_axis_ready_temp <= s_axis_ready;
 end
end
assign fifo_wr_en = s_axis_valid && s_axis_ready_temp;
always@(posedge clk or posedge rst)begin
if(rst)
 uart_valid_temp <= 0;
else 
 uart_valid_temp <= !fifo_empty;
 end
wire uart_valid = uart_valid_temp;
wire uart_ready;
assign fifo_rd_en = uart_valid && uart_ready;
sync_fifo #(.WIDTH(WIDTH),.DEPTH(DEPTH)) fifo_inst(.clk(clk),.rst(rst),
.wr_en(fifo_wr_en),.din(s_axis_data),.din_last(s_axis_last),.full(fifo_full),
.empty(fifo_empty),.rd_en(fifo_rd_en),.dout(fifo_out),.dout_last(fifo_out_last));
uart_tx #(.clk_rate(CLK_RATE),.Baud(BAUD),.Word_len(WIDTH)) uart_inst(.clk(clk),.rst(rst),
.tx_data(fifo_out),.tx_data_valid(uart_valid),.tx_data_ready(uart_ready),.tx_data_last(fifo_out_last),
.Uart_tx(uart_tx));
endmodule
module sync_fifo #(
    parameter WIDTH = 8,
    parameter DEPTH = 8
)(
    input  wire clk,
    input  wire rst,
    input  wire wr_en,
    input  wire din_last,
    input  wire [WIDTH-1:0] din,
    output wire full,
    input  wire rd_en,
    output reg  dout_last,
    output wire empty,
    output reg  [WIDTH-1:0] dout
);
    localparam ADDR_WIDTH = $clog2(DEPTH);
    reg [WIDTH-1:0] mem_data [0:DEPTH-1];
    reg             mem_last [0:DEPTH-1];
    reg [ADDR_WIDTH-1:0] wr_ptr, rd_ptr;
    reg [ADDR_WIDTH:0]   count;
    integer i;
    always @(posedge clk or posedge rst) begin
        if (rst) begin
            wr_ptr <= 0;
            rd_ptr <= 0;
            count  <= 0;
            dout   <= 0;
            dout_last <= 0;
            for (i = 0; i < DEPTH; i = i + 1) begin
                mem_data[i] <= 0;
                mem_last[i] <= 0;
            end
        end 
        else begin
            if (wr_en && !full) begin
                mem_data[wr_ptr] <= din;
                mem_last[wr_ptr] <= din_last;
                wr_ptr <= wr_ptr + 1'b1;
            end
            if (rd_en && !empty) begin
                dout      <= mem_data[rd_ptr];
                dout_last <= mem_last[rd_ptr];
                rd_ptr    <= rd_ptr + 1'b1;
            end
            else if(dout_last == 1) dout_last <= 0;            
            case ({wr_en && !full, rd_en && !empty})
                2'b10: count <= count + 1'b1;   
                2'b01: count <= count - 1'b1;   
                default: count <= count;        
            endcase
        end
    end
    assign full  = (count == DEPTH);
    assign empty = (count == 0);
endmodule
module uart_tx #(
    parameter clk_rate = 50_000_000,
    parameter Baud     = 115200,
    parameter Word_len = 8,
    parameter PARITY   = "even"  
)
(
    input clk, rst,
    input [Word_len-1:0] tx_data,
    input tx_data_valid,tx_data_last,
    output wire tx_data_ready,
    output reg Uart_tx
);
    localparam Baud_div = (clk_rate / Baud);
    localparam Idle   = 3'd0,
               Start  = 3'd1,
               Data   = 3'd2,
               Parity = 3'd3,
               Stop   = 3'd4;
    reg [2:0] current_state, next_state;
    reg [$clog2(Baud_div)-1:0] baud_cnt;
    reg [$clog2(Word_len)-1:0] bit_cnt;
    reg [Word_len-1:0] shift_reg;
    reg parity_bit;
    reg tx_data_ready_temp;
    reg tx_data_last_temp,tx_data_valid_temp;
    assign tx_data_ready = (next_state == Idle);
    always @(posedge clk or posedge rst) begin
        if (rst) begin
            current_state <= Idle;
            tx_data_last_temp <= 0;
            tx_data_valid_temp <= 0;
            end
        else begin
            current_state <= next_state;
            tx_data_last_temp <= tx_data_last;
            tx_data_valid_temp <= tx_data_valid;
          end  
    end
    always @(*) begin
        next_state = current_state;
        case (current_state)
            Idle: begin
                if (tx_data_valid && !tx_data_last_temp) next_state = Start;
                else next_state = Idle;
            end
            Start: begin
                if (baud_cnt == (Baud_div - 1)) next_state = Data;
            end
            Data: begin
                if (bit_cnt == Word_len - 1 && baud_cnt == (Baud_div - 1)) begin
                    if (PARITY == "none")
                        next_state = Stop;
                    else
                        next_state = Parity;
                end
            end
            Parity: begin
                if (baud_cnt == (Baud_div - 1)) next_state = Stop;
            end
            Stop: begin
                if(baud_cnt == (Baud_div - 1)) next_state = Idle;
                 else if (tx_data_last)next_state = Idle;
                  else next_state = Stop;
            end
            default: next_state = Idle;
        endcase
    end
    always @(posedge clk or posedge rst) begin
        if (rst) begin
            baud_cnt <= 0;
            bit_cnt <= 0;
            shift_reg <= 0;
            Uart_tx <= 1'b1;
            parity_bit <= 1'b0;
        end else begin
            case (current_state)
                Idle: begin
                    baud_cnt <= 0;
                    bit_cnt <= 0;
                    Uart_tx <= 1'b1;
                end
                Start: begin
                 if (tx_data_valid_temp) begin
                        shift_reg <= tx_data;
                        if (PARITY == "even")
                            parity_bit <= ^tx_data;
                        else if (PARITY == "odd")
                            parity_bit <= ~^tx_data;
                    end
                    Uart_tx <= 1'b0;
                    if (baud_cnt == (Baud_div - 1))
                        baud_cnt <= 0;
                    else
                        baud_cnt <= baud_cnt + 1;
                end
                Data: begin
                    Uart_tx <= shift_reg[0];
                    if (baud_cnt == (Baud_div - 1)) begin
                        baud_cnt <= 0;
                        shift_reg <= {1'b1, shift_reg[Word_len-1:1]};  
                        bit_cnt <= bit_cnt + 1;
                    end else
                        baud_cnt <= baud_cnt + 1;
                end
                Parity: begin
                    Uart_tx <= parity_bit;  
                     if (baud_cnt == (Baud_div - 1))
                        baud_cnt <= 0;
                    else
                        baud_cnt <= baud_cnt + 1;
                end
                Stop: begin
                    Uart_tx <= 1'b1;
                    if (baud_cnt == (Baud_div - 1))
                        baud_cnt <= 0;
                    else
                        baud_cnt <= baud_cnt + 1;
                end
            endcase
        end
    end
endmodule
module uart_rec #(
    parameter CLK_FREQ    = 50_000_000,
    parameter BAUD        = 115200,
    parameter DATA_BITS   = 8,
    parameter PARITY      = "even"       
)(
    input  wire clk,
    input  wire rst,
    input  wire rx,                      
    output reg  [DATA_BITS-1:0] rx_data,  
    output reg  rx_valid               
);
    localparam BAUD_DIV    = (CLK_FREQ / BAUD);
    localparam HALF_BAUD   = BAUD_DIV / 2;
    localparam IDLE   = 3'd0,
               START  = 3'd1,
               DATA   = 3'd2,
               PARITY_S = 3'd3,  
               STOP   = 3'd4;
    reg [2:0] state, next_state;
    reg [$clog2(BAUD_DIV):0] baud_cnt;
    reg [$clog2(DATA_BITS):0] bit_cnt;
    reg [DATA_BITS-1:0] shift_reg;
    reg received_parity_bit;
    wire calculated_parity;
    wire parity_match;
   assign parity_match = (calculated_parity == received_parity_bit);
    assign calculated_parity = ^shift_reg;
    always @(posedge clk or posedge rst) begin
        if (rst)
            state <= IDLE;
        else
            state <= next_state;
    end
    always @(*) begin
        next_state = state;
        case (state)
            IDLE: begin
                if (!rx)  
                    next_state = START;
            end
            START: begin
                if (baud_cnt == (BAUD_DIV-3))
                    next_state = DATA;
            end
            DATA: begin
                if (baud_cnt == (BAUD_DIV - 1) && bit_cnt == DATA_BITS - 1) begin
                    if (PARITY == "none")
                        next_state = STOP;
                    else
                        next_state = PARITY_S;
                end
            end
            PARITY_S: begin
                if (baud_cnt == (BAUD_DIV - 1))
                    next_state = STOP;
            end
            STOP: begin
                if (baud_cnt == (BAUD_DIV - 1))
                    next_state = IDLE;
            end
            default: next_state = IDLE;
        endcase
    end
    always @(posedge clk or posedge rst) begin
        if (rst) begin
            baud_cnt <= 0;
            bit_cnt <= 0;
            shift_reg <= 0;
            rx_data <= 0;
            rx_valid <= 0;
            received_parity_bit <= 0;
        end else begin
            rx_valid <= 0;
            case (state)
                IDLE: begin
                    bit_cnt <= 0;
                    baud_cnt <= 0;
                end
                START: begin
                    if (baud_cnt == (BAUD_DIV-3)) begin
                       baud_cnt <= baud_cnt + 1;
                        bit_cnt <= 0;
                     end  
                     else  baud_cnt <= baud_cnt + 1;
                end
                DATA: begin
                    if (baud_cnt == (BAUD_DIV - 1)) begin
                        baud_cnt <= 0;
                        shift_reg <= {rx, shift_reg[DATA_BITS-1:1]};
                        bit_cnt <= bit_cnt + 1;
                    end else
                        baud_cnt <= baud_cnt + 1;
                end
                PARITY_S: begin
                    if (baud_cnt == (BAUD_DIV - 1)) begin
                        baud_cnt <= 0;
                        received_parity_bit <= rx;  
                    end else
                        baud_cnt <= baud_cnt + 1;
                end
                STOP: begin
                    if (baud_cnt == (BAUD_DIV - 1)) begin
                        baud_cnt <= 0;
                        rx_data <= shift_reg;
                        if (PARITY == "none") begin
                            rx_valid <= 1'b1;
                        end else begin
                            rx_valid <= rx_valid;  
                            if (parity_match) begin
                                rx_valid <= 1'b1;  
                            end else begin
                                rx_valid <= 1'b0;  
                            end
                        end
                    end else
                        baud_cnt <= baud_cnt + 1;
                end
            endcase
        end
    end
endmodule
```

==> summary.txt <==
impl run done, here's what came out: reg-to-reg startpoint=axis_fifo_uart_tx_inst.uart_inst.current_state[2], final estimated routing congestion in global placement=0.846, initial antenna violation count=0, Placed Cells incl. Taps=841, global router's overall resource usage=0.210, Synth Flop Type=sky130_fd_sc_hd__dfrtp_1, Port Buffer Count=22, filler cell count in the final layout=1200, maximum count of clock buffers along a single path=2, final non-filler cell total=873, Setup Total Neg Slack=0 ps, width of the chip=127 um, post-synth tally of flip-flops with integrated enable=0, cells resized by post-CTS repair=0, final core occ=0.582, number of H-tree branching levels=4, number of diodes=0, Yosys Instances=628, chip area=0.0162 mm^2, worst-case vdd ir drop=0.403 mV, tool warnings=37, fin crit share=0.686, total core area=0.0153 mm^2, number of hold-slack violations in the final timing report=0, Routed wire per std cell=17.0 um, Final Max Slew Viols=0, synthesis area per yosys=0.00784 mm^2, result of the run=finished clean, Overall Power=5.76 mW, Mapped Cells=628, area of the mapped netlist=0.00784 mm^2, mean area per synthesized cell=12.5 um^2, endpoint of the lowest-slack register-to-register path=axis_fifo_uart_tx_inst.fifo_inst.count[3], number of maximum-capacitance violations=0, DRT Wirelength=14800 um, clock tree skew after final layout=7.74 ps, timing startpoint of the critical path=axis_fifo_uart_tx_inst.uart_inst.current_state[2], Worst Tran Pin Value=851 ps, final tally of setup violations=0, # rows=45, area after detailed placement=0.00827 mm^2, final worst setup slack=1320 ps, Non-Filler Cell Area, Final=0.00887 mm^2, number of buffers inserted for hold repair after clock tree synthesis=0, detailed router's first-iteration violation count=272, HPWL after detailed placement=9670 um, largest register by flop count=axis_fifo_uart_tx_inst.fifo_inst.mem_data, Yosys warning total=7, clock insertion delay at the later pin of the skew report=410 ps, Crit. End Element=register, setup repair bufs after CTS=0, proportion of synthesized chip area in sequential cells=0.537, starting density of the core=0.514, count of antenna-violating nets left after detailed routing=0, pre-CTS WS=1320 ps, # DRC=0, wire length of the first global-routing pass=25500 um, proportion of synthesized flip-flops having asynchronous set or reset=1.00, R2R Setup Slk=1320 ps, total number of vias=4910, worst slack on hold paths=403 ps, number of cells traversed by the worst register-to-register path=10, Req. time, crit path=4540 ps, Worst Hold Depth=0, capture point of the worst path=axis_fifo_uart_tx_inst.fifo_inst.count[3], standby leakage power=3.96 nW, clock tree from TritonCTS=built, Post-synth regs=168, number of sinks handled by clock tree synthesis=168, maximum number of pins on one net before global-route repair=109, fraction of layout cells with a size suffix above 1=0.249, Largest register FFs=64, number of global-route vias before repair=4874, root buffer selected by CTS=sky130_fd_sc_hd__clkbuf_16, Yosys cell types=61, type of the setup path with the least slack=register to register, Crit path arrival time=3220 ps, first-pass iteration count of the detailed router=4, unrepaired setup endpoints after global routing=no, Slew headroom=0.432, peak fanout along the critical path=19, TritonCTS buffer count=17, area overhead of the layout relative to synthesis=13.2%, highest achievable clock rate=0.347 GHz, ports placed on the boundary=23, largest registers ranked by flip-flop count=axis_fifo_uart_tx_inst.fifo_inst.mem_data (64), uart_rec_inst.baud_cnt (10), axis_fifo_uart_tx_inst.uart_inst.baud_cnt (9), Die Height=127 um, time the final worst path needs with I/O delays and setup=2880 ps, via density per instance=5.62, PD cells=649 mW/mm^2, total congestion overflow after global routing=0, clk slew on worst S/H paths=60 ps, Startpoint Class=register, path type of the worst min-delay path=register to register
## cells in the final DEF (no fill, tap or decap), types with 18 or more instances in the layout
master / count
sky130_fd_sc_hd__nand2_1: 28
sky130_fd_sc_hd__inv_1: 23
sky130_fd_sc_hd__xnor2_1: 21
sky130_fd_sc_hd__nor2_1: 25
sky130_fd_sc_hd__ha_1: 22
sky130_fd_sc_hd__dfrtp_1: 165
sky130_fd_sc_hd__nand3_1: 18
sky130_fd_sc_hd__clkdlybuf4s50_1: 22
sky130_fd_sc_hd__mux2_2: 104
sky130_fd_sc_hd__o21ai_0: 24
## metal layers
layer,wire length [um],track usage,vias to the layer above
li1,-,-,2338
met1,7160,0.349,2470
met2,6940,0.318,92
met3,601,0.0358,10
met4,147,0.0231,0
met5,0,0,-
## report_power, final
| part | switching (mW) | internal [mW] |
|---|---|---|
| Combinational | 0.849 | 0.912 |
| Clock | 0.618 | 0.945 |
| Sequential | 0.331 | 2.11 |
| Total | 1.80 | 3.97 |
## cells in the mapped netlist (3+ instances only)
cell / instances / area [um^2]
sky130_fd_sc_hd__a211oi_1: 9 / 67.6
sky130_fd_sc_hd__a21o_1: 5 / 37.5
sky130_fd_sc_hd__a21oi_1: 14 / 70.1
sky130_fd_sc_hd__a221o_1: 4 / 40.0
sky130_fd_sc_hd__a221oi_1: 6 / 52.6
sky130_fd_sc_hd__a222oi_1: 5 / 50.1
sky130_fd_sc_hd__a22oi_1: 8 / 60.1
sky130_fd_sc_hd__and2_1: 3 / 18.8
sky130_fd_sc_hd__and3_1: 7 / 43.8
sky130_fd_sc_hd__clkbuf_1: 21 / 78.8
sky130_fd_sc_hd__dfrtp_1: 165 / 4130
sky130_fd_sc_hd__dfstp_2: 3 / 78.8
sky130_fd_sc_hd__ha_1: 22 / 275
sky130_fd_sc_hd__inv_1: 24 / 90.1
sky130_fd_sc_hd__mux2_2: 104 / 1170
sky130_fd_sc_hd__mux2_4: 9 / 135
sky130_fd_sc_hd__mux2i_1: 6 / 60.1
sky130_fd_sc_hd__nand2_1: 28 / 105
sky130_fd_sc_hd__nand2_2: 3 / 18.8
sky130_fd_sc_hd__nand3_1: 18 / 90.1
sky130_fd_sc_hd__nand3_2: 3 / 30.0
sky130_fd_sc_hd__nand3b_1: 3 / 22.5
sky130_fd_sc_hd__nand4_1: 3 / 18.8
sky130_fd_sc_hd__nor2_1: 25 / 93.8
sky130_fd_sc_hd__nor2b_1: 6 / 37.5
sky130_fd_sc_hd__nor3_1: 6 / 30.0
sky130_fd_sc_hd__o2111ai_1: 3 / 26.3
sky130_fd_sc_hd__o211ai_1: 3 / 22.5
sky130_fd_sc_hd__o21ai_0: 24 / 120
sky130_fd_sc_hd__o22ai_1: 7 / 43.8
sky130_fd_sc_hd__o31ai_1: 6 / 45.0
sky130_fd_sc_hd__o41ai_1: 4 / 35.0
sky130_fd_sc_hd__or3_1: 3 / 18.8
sky130_fd_sc_hd__or4_1: 3 / 22.5
sky130_fd_sc_hd__xnor2_1: 21 / 184
sky130_fd_sc_hd__xor2_1: 10 / 87.6
## logic make-up after synthesis
family / Yosys count / synth area share
flops: 168 / 0.537
simple gates: 120 / 0.0819
fa+ha+maj: 23 / 0.0377
compound gates: 115 / 0.105
buf+inv: 51 / 0.0267
mux: 119 / 0.174
xor+xnor: 32 / 0.0375
## how the worst min path moves through the flow
stage                                     startpoint  endpoint
global route  axis_fifo_uart_tx_inst.uart_valid_temp  register
CTS           axis_fifo_uart_tx_inst.uart_valid_temp  register
finish        axis_fifo_uart_tx_inst.uart_valid_temp  register
## critical path, stage by stage, from the launching register on
cell	delay [ps]
sky130_fd_sc_hd__dfrtp_1	600
sky130_fd_sc_hd__nor3_1	250
sky130_fd_sc_hd__o2111ai_1	150
sky130_fd_sc_hd__buf_4	210
sky130_fd_sc_hd__nor2_1	340
sky130_fd_sc_hd__ha_1	300
sky130_fd_sc_hd__ha_1	260
sky130_fd_sc_hd__a21o_1	160
sky130_fd_sc_hd__a21oi_1	170
sky130_fd_sc_hd__mux2i_1	240
sky130_fd_sc_hd__xnor2_1	130
## layout make-up
type,instances,area [um^2],share of cell area
Clock inverter,9,113,0.0127
Sequential cell,168,4210,0.474
Clock buffer,23,488,0.0550
Tap cell,211,264,0.0298
Inverter,24,93.8,0.0106
Timing Repair Buffer,29,285,0.0321
Multi-Input combinational cell,409,3420,0.386
Power and IR drop assume default switching activity.
